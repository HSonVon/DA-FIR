==> design/flow/run.sh <==
#!/bin/bash
# OpenROAD 26Q1-2900-gdf79404cd8, Yosys 0.63+post, stock flow scripts
make -C /OpenROAD-flow-scripts/flow DESIGN_CONFIG=/design/flow/config.mk WORK_HOME=/design/flow/orfs finish
==> design/flow/config.mk <==
export PLATFORM = sky130hd
export DESIGN_NAME = top_MAC
export DESIGN_NICKNAME = top_MAC
export VERILOG_FILES = /design/flow/design.v
export SDC_FILE = /design/flow/constraint.sdc
export NUM_CORES = 4
export LEC_CHECK = 1
export CORE_UTILIZATION = 50
==> design/flow/constraint.sdc <==
current_design top_MAC

set clk_period 19.5
set clk_io_pct 0.2

create_clock -name clk0 -period $clk_period [get_ports {CLOCK_50}]

set non_clock_inputs [all_inputs -no_clocks]
set_input_delay [expr $clk_period * $clk_io_pct] -clock clk0 $non_clock_inputs
set_output_delay [expr $clk_period * $clk_io_pct] -clock clk0 [all_outputs]
==> design/flow/design.v <==
module MAC8FIR(
    input clk,
    input RstN,                      
    input signed [7:0] X,                   
    output signed [15:0] Yn                                  
);
    reg signed [7:0] Xn [0:14]; 
    reg signed [15:0] yn;
    assign Yn = yn;
	 localparam signed C0 = -8'd1;
	 localparam signed C1 = -8'd1;
	 localparam signed C2 = 8'd0;
	 localparam signed C3 = 8'd4;
	 localparam signed C4 = 8'd13;
	 localparam signed C5 = 8'd25;
	 localparam signed C6 = 8'd37;
	 localparam signed C7 = 8'd45;
    always @(posedge clk or negedge RstN) begin
        if (!RstN) begin
				Xn[0] <= 8'b0; Xn[1] <= 8'b0; 
				Xn[2] <= 8'b0; Xn[3] <= 8'b0; 
				Xn[4] <= 8'b0; Xn[5] <= 8'b0; 
				Xn[6] <= 8'b0; Xn[7] <= 8'b0; 
				Xn[8] <= 8'b0; Xn[9] <= 8'b0; 
				Xn[10] <= 8'b0; Xn[11] <= 8'b0; 
				Xn[12] <= 8'b0; Xn[13] <= 8'b0; 
				Xn[14] <= 8'b0;  
				yn <= 16'b0;         
        end else begin
				yn = (Xn[6] + Xn[7]) * C7 + (Xn[5] + Xn[8]) * C6 + (Xn[4] + Xn[9]) * C5 +
					  (Xn[3] + Xn[10]) * C4 +(Xn[2] + Xn[11]) * C3 + (Xn[1] + Xn[12]) * C2 +
					  (Xn[0] + Xn[13]) * C1 + (X + Xn[14]) * C0 ;
				Xn[14] = Xn[13]; 
				Xn[13] = Xn[12]; 
				Xn[12] = Xn[11]; 
				Xn[11] = Xn[10]; 
				Xn[10] = Xn[9]; 
				Xn[9] = Xn[8]; 
				Xn[8] = Xn[7]; 
				Xn[7] = Xn[6];
				Xn[6] = Xn[5]; 	
				Xn[5] = Xn[4]; 
				Xn[4] = Xn[3]; 
				Xn[3] = Xn[2];  
				Xn[2] = Xn[1]; 
				Xn[1] = Xn[0]; 
				Xn[0] = X;	
		end        
	end
endmodule
module top_MAC (
    input CLOCK_50,
    input [0:0] KEY,
    output signed [15:0] Yn
);
    reg signed [7:0] X;    
    reg [7:0] addr;
    MAC8FIR mac_inst (
        .clk(CLOCK_50),
        .RstN(KEY[0:0]),
        .X(X),
        .Yn(Yn)
    );
    always @(posedge CLOCK_50 or negedge KEY[0:0]) begin
        if (!KEY[0:0]) begin
            addr = 8'd0;
        end else begin
            addr = (addr == 8'd176) ? 8'd0 : addr + 8'd1;
        end
    end
    always @(*) begin
        case (addr)
            8'd0: X = 8'd0;
            8'd1: X = 8'd127;
            8'd2: X = 8'd107;
            8'd3: X = -8'd28;
            8'd4: X = -8'd60;
            8'd5: X = 8'd75;
            8'd6: X = 8'd127;
            8'd7: X = 8'd127;
            8'd8: X = 8'd33;
            8'd9: X = -8'd6;
            8'd10: X = 8'd122;
            8'd11: X = 8'd127;
            8'd12: X = 8'd127;
            8'd13: X = 8'd53;
            8'd14: X = 8'd4;
            8'd15: X = 8'd122;
            8'd16: X = 8'd127;
            8'd17: X = 8'd127;
            8'd18: X = 8'd23;
            8'd19: X = -8'd34;
            8'd20: X = 8'd75;
            8'd21: X = 8'd127;
            8'd22: X = 8'd122;
            8'd23: X = -8'd43;
            8'd24: X = -8'd106;
            8'd25: X = 8'd0;
            8'd26: X = 8'd106;
            8'd27: X = 8'd43;
            8'd28: X = -8'd122;
            8'd29: X = -8'd128;
            8'd30: X = -8'd75;
            8'd31: X = 8'd34;
            8'd32: X = -8'd23;
            8'd33: X = -8'd128;
            8'd34: X = -8'd128;
            8'd35: X = -8'd122;
            8'd36: X = -8'd4;
            8'd37: X = -8'd53;
            8'd38: X = -8'd128;
            8'd39: X = -8'd128;
            8'd40: X = -8'd122;
            8'd41: X = 8'd6;
            8'd42: X = -8'd33;
            8'd43: X = -8'd128;
            8'd44: X = -8'd128;
            8'd45: X = -8'd75;
            8'd46: X = 8'd60;
            8'd47: X = 8'd28;
            8'd48: X = -8'd107;
            8'd49: X = -8'd128;
            8'd50: X = 8'd0;
            8'd51: X = 8'd127;
            8'd52: X = 8'd107;
            8'd53: X = -8'd28;
            8'd54: X = -8'd60;
            8'd55: X = 8'd75;
            8'd56: X = 8'd127;
            8'd57: X = 8'd127;
            8'd58: X = 8'd33;
            8'd59: X = -8'd6;
            8'd60: X = 8'd122;
            8'd61: X = 8'd127;
            8'd62: X = 8'd127;
            8'd63: X = 8'd53;
            8'd64: X = 8'd4;
            8'd65: X = 8'd122;
            8'd66: X = 8'd127;
            8'd67: X = 8'd127;
            8'd68: X = 8'd23;
            8'd69: X = -8'd34;
            8'd70: X = 8'd75;
            8'd71: X = 8'd127;
            8'd72: X = 8'd122;
            8'd73: X = -8'd43;
            8'd74: X = -8'd106;
            8'd75: X = 8'd0;
            8'd76: X = 8'd106;
            8'd77: X = 8'd43;
            8'd78: X = -8'd122;
            8'd79: X = -8'd128;
            8'd80: X = -8'd75;
            8'd81: X = 8'd34;
            8'd82: X = -8'd23;
            8'd83: X = -8'd128;
            8'd84: X = -8'd128;
            8'd85: X = -8'd122;
            8'd86: X = -8'd4;
            8'd87: X = -8'd53;
            8'd88: X = -8'd128;
            8'd89: X = -8'd128;
            8'd90: X = -8'd122;
            8'd91: X = 8'd6;
            8'd92: X = -8'd33;
            8'd93: X = -8'd128;
            8'd94: X = -8'd128;
            8'd95: X = -8'd75;
            8'd96: X = 8'd60;
            8'd97: X = 8'd28;
            8'd98: X = -8'd107;
            8'd99: X = -8'd128;
            8'd100: X = 8'd0;
            8'd101: X = 8'd127;
            8'd102: X = 8'd107;
            8'd103: X = -8'd28;
            8'd104: X = -8'd60;
            8'd105: X = 8'd75;
            8'd106: X = 8'd127;
            8'd107: X = 8'd127;
            8'd108: X = 8'd33;
            8'd109: X = -8'd6;
            8'd110: X = 8'd122;
            8'd111: X = 8'd127;
            8'd112: X = 8'd127;
            8'd113: X = 8'd53;
            8'd114: X = 8'd4;
            8'd115: X = 8'd122;
            8'd116: X = 8'd127;
            8'd117: X = 8'd127;
            8'd118: X = 8'd23;
            8'd119: X = -8'd34;
            8'd120: X = 8'd75;
            8'd121: X = 8'd127;
            8'd122: X = 8'd122;
            8'd123: X = -8'd43;
            8'd124: X = -8'd106;
            8'd125: X = 8'd0;
            8'd126: X = 8'd106;
            8'd127: X = 8'd43;
            8'd128: X = -8'd122;
            8'd129: X = -8'd128;
            8'd130: X = -8'd75;
            8'd131: X = 8'd34;
            8'd132: X = -8'd23;
            8'd133: X = -8'd128;
            8'd134: X = -8'd128;
            8'd135: X = -8'd122;
            8'd136: X = -8'd4;
            8'd137: X = -8'd53;
            8'd138: X = -8'd128;
            8'd139: X = -8'd128;
            8'd140: X = -8'd122;
            8'd141: X = 8'd6;
            8'd142: X = -8'd33;
            8'd143: X = -8'd128;
            8'd144: X = -8'd128;
            8'd145: X = -8'd75;
            8'd146: X = 8'd60;
            8'd147: X = 8'd28;
            8'd148: X = -8'd107;
            8'd149: X = -8'd128;
            8'd150: X = 8'd0;
            8'd151: X = 8'd127;
            8'd152: X = 8'd107;
            8'd153: X = -8'd28;
            8'd154: X = -8'd60;
            8'd155: X = 8'd75;
            8'd156: X = 8'd127;
            8'd157: X = 8'd127;
            8'd158: X = 8'd33;
            8'd159: X = -8'd6;
            8'd160: X = 8'd122;
            8'd161: X = 8'd127;
            8'd162: X = 8'd127;
            8'd163: X = 8'd53;
            8'd164: X = 8'd4;
            8'd165: X = 8'd122;
            8'd166: X = 8'd127;
            8'd167: X = 8'd127;
            8'd168: X = 8'd23;
            8'd169: X = -8'd34;
            8'd170: X = 8'd75;
            8'd171: X = 8'd127;
            8'd172: X = 8'd122;
            8'd173: X = -8'd43;
            8'd174: X = -8'd106;
            8'd175: X = 8'd0;
            8'd176: X = 8'd106;
            default: X = 8'd0;
        endcase
    end
endmodule
==> results.yml <==
# flow metrics
outcome:
  status: "finished clean"
finish:
  area.sequential_um2: 3610
  finalInstanceArea_um2: 17000
  layout-drive-gt1-share_pct: 4.82
  comb_area_um2: 10600
  nFillCells: 2690
  lay_top_cells: "360 x inv_1, 222 x fa_1, 206 x ha_1"
  syn2layout_area_growth_pct: 6.70
  lay_top_count: "inv_1"
logic_synthesis:
  netlist_area_um2: 15900
  top_cells_by_area: "fa_1 28%, dfrtp_1 23%, ha_1 16%"
  syn_avg_cell_area_um2: 10.3
  synth_cell_type_count: 73
  ys_chip_area_um2: 15900
  yosys_warnings: 3
  yosys-stat-cells: 1542
  ys_seq_share_pct: 22.7
  synthCells: 1542
  yosysTopAreaCell: "fa_1"
  yosys.area.top_type_share_pct: 28.0
  async_flop_share_pct: 100
  yosys_most_used_dff: "dfrtp_1"
  synth-edff-count: 0
  ys.flops: 144
route:
  drc: 0
  drtPass1Iterations: 5
  ant_nets: 0
  wl_per_cell_um: 20.4
  vias_per_cell: 5.37
  via_count: 10476
  wl_um: 39800
  drtIter0Drc: 617
  diodes: 0
critical_path:
  worst-path-max-fanout: 23
  required_ns: 19.81
  crit_buf_inv: 6
  worst_setup_path_start_kind: "register"
  slowest_delay_ns: 0.75
  crit_path_end_kind: "register"
  cp_top_family: "adder cells"
  crit_type: "reg -> reg"
  path_common_cell: "fa_1"
  arrival_ns: 10.82
  slowest_stage: "ha_1"
power_and_ir_drop:
  totalPowerFinal_uw: 634
  vdd_drop_max_v: 0.0000586
  pwr_density_cell_nw_per_um2: 37.4
  leakagePower_nw: 8.47
sta:
  max_freq_mhz: 95.2
  finalCriticalPeriod_ns: 10.51
  final-hold-violation-count: 0
  max_slew_margin_pct: 42.1
  max_slew.worst_pin.slew_ns: 0.863
  skew_ns: 0.0101
  setup-tns-final_ns: 0
  finalHoldWorstSlack_ns: 0.347
  fin_crit_sh_pct: 53.9
  drv_slew: 0
  rsz0062_at_grt: "false"
  setup_viol_count_final: 0
clocking:
  insertion_delay_ns: 0.44
  clock_sinks: 144
  cts-hold-fix-buffers: 0
  post_cts_buffers: 0
  path_clk_slew_ns: 0.07
  h-tree-depth: 4
  numCtsBuffers: 17
  cts_tree: "built"
  cts_resized: 0
  max-clock-path-buffers: 2
  root_buffer: "clkbuf_16"
grt:
  grt_max_degree: 67
  first_global_vias: 11254
  grt_first_pass_wirelength_um: 64200
  grt_overflow_total: 0
  groute.usage.overall_pct: 28.0
  antenna_found_initial: 0
place:
  port_buffers: 17
  hpwl_um: 32600
  dpl_cell_area_um2: 16400
  place_congestion: 0.988
flow_run:
  warnings: 43
  maxCapViolations: 0
floorplan:
  dieWidth_um: 180
  die-height_um: 180
  initCoreUtil_pct: 51.4
  dieArea_um2: 32500
  ioPinCount: 18
  fp.coreArea_um2: 30900
  rows: 64
worst_hold_path:
  hp-class: "reg -> reg"
-- layer usage --
layer | GRT usage (%) | share of wire [%]
met2 | 43.0 | 47
met1 | 40.8 | 42
met5 | 0 | 0
met4 | 5.16 | 2.5
met3 | 9.90 | 9.4
-- synthesized netlist by cell type (5+ instances only) --
cell      count
buf_4        10
dfrtp_1     144
xor2_1       20
nor3_1       13
a21oi_1      95
nand3_1      12
a221oi_1      5
nand2_1      52
and2_1        5
inv_1       360
clkbuf_1      6
nor2_1       45
a31oi_1      15
a211oi_1      8
o211ai_1      9
o21bai_1     25
a21o_1       24
buf_2        23
nand2b_1     21
ha_1        206
xnor2_1      55
o21ai_1       8
fa_1        222
nor2b_1      10
a311oi_1      6
o21ai_0      43
mux4_2        5
-- final cells by class --
type                       count  area share (%)
inverter                     364            8.06
sequential                   144            21.3
clock inverter                15           0.974
timing repair buffer          32            1.68
multi-input combinational    984            62.6
clock buffer                  17            2.51
tap                          396            2.92
-- registers in the layout, summed over array words and instances (netlist names) --
name         cells
addr             8
mac_inst.Xn    120
mac_inst.yn     16
-- path summary, 6_finish.rpt --
kind | startpoint | end | slack [ns] | cells past startpoint
setup / recovery | addr[1] | mac_inst.yn[15] | 8.99 | 34
hold / removal | mac_inst.Xn[12][7] | mac_inst.Xn[13][7] | 0.35 | 0
setup reg to reg | addr[1] | mac_inst.yn[15] | 8.99 | 34
hold reg to reg | mac_inst.Xn[12][7] | mac_inst.Xn[13][7] | 0.35 | 0
max in group asynchronous | KEY[0] | addr[2] | 14.44 | 3
min in group asynchronous | KEY[0] | mac_inst.Xn[7][0] | 3.34 | 1
-- metrics by stage --
stage,utilization [%],worst slack (ns),cells
5_1_grt,54.9,8.18,1952
4_1_cts,54.9,9.00,1952
6_report,54.9,8.99,1952
3_5_place_dp,52.9,9.03,1920
2_1_floorplan,-,10.23,1542
3_3_place_gp,52.9,8.91,1920
-- cells by family (layout without fill, tap and decap cells) --
group	count (synthesis)	after routing	synth area share, %
compound gates	290	290	11.8
simple gates	180	180	5.61
fa+ha+maj	428	428	44.2
buf+inv	414	428	10.5
mux	11	11	1.10
flops	144	144	22.7
xor+xnor	75	75	4.13
-- report_power, final --
group	switching, mW	internal [mW]
sequential	0	0.299
combinational	0.00547	0.000458
clock	0.147	0.182
total	0.153	0.481
