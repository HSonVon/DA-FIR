## flow/run.sh

```bash
#!/bin/bash
# OpenROAD 26Q1-2900-gdf79404cd8, Yosys 0.63+post, stock flow scripts
make -C /OpenROAD-flow-scripts/flow DESIGN_CONFIG=/design/flow/config.mk WORK_HOME=/design/flow/orfs finish
```

## flow/config.mk

```make
export PLATFORM = sky130hd
export DESIGN_NAME = top_SDA
export DESIGN_NICKNAME = top_SDA
export VERILOG_FILES = /design/flow/design.v
export SDC_FILE = /design/flow/constraint.sdc
export NUM_CORES = 4
export LEC_CHECK = 1
export CORE_UTILIZATION = 30
```

## flow/constraint.sdc

```tcl
current_design top_SDA

set clk_period 8.6
set clk_io_pct 0.2

create_clock -name clk0 -period $clk_period [get_ports {CLOCK_50}]

set non_clock_inputs [all_inputs -no_clocks]
set_input_delay [expr $clk_period * $clk_io_pct] -clock clk0 $non_clock_inputs
set_output_delay [expr $clk_period * $clk_io_pct] -clock clk0 [all_outputs]
```

## flow/design.v

```verilog
module SDA8FIR(
    input clk,
    input RstN,
    input signed [7:0] X,
    output reg signed [15:0] Yn
);
    wire [7:0] s, Co;
    reg [7:0] Ci;
    reg [3:0] b;
    reg signed [7:0] lut1 [0:15];
    reg signed [7:0] lut2 [0:15];
    reg signed [15:0] y_tmp;
    reg signed [7:0] val;
    reg [143:0] ram;
    reg rst_done;
    seriAdd add0 (.clk(clk), .RstN(RstN), .Ci(Ci[0]), .A(ram[143 - b]), .B(ram[8 - b]), .S(s[0]), .Co(Co[0]));
    seriAdd add1 (.clk(clk), .RstN(RstN), .Ci(Ci[1]), .A(ram[134 - b]), .B(ram[17 - b]), .S(s[1]), .Co(Co[1]));
    seriAdd add2 (.clk(clk), .RstN(RstN), .Ci(Ci[2]), .A(ram[125 - b]), .B(ram[26 - b]), .S(s[2]), .Co(Co[2]));
    seriAdd add3 (.clk(clk), .RstN(RstN), .Ci(Ci[3]), .A(ram[116 - b]), .B(ram[35 - b]), .S(s[3]), .Co(Co[3]));
    seriAdd add4 (.clk(clk), .RstN(RstN), .Ci(Ci[4]), .A(ram[107 - b]), .B(ram[44 - b]), .S(s[4]), .Co(Co[4]));
    seriAdd add5 (.clk(clk), .RstN(RstN), .Ci(Ci[5]), .A(ram[98 - b]), .B(ram[53 - b]), .S(s[5]), .Co(Co[5]));
    seriAdd add6 (.clk(clk), .RstN(RstN), .Ci(Ci[6]), .A(ram[89 - b]), .B(ram[62 - b]), .S(s[6]), .Co(Co[6]));
    seriAdd add7 (.clk(clk), .RstN(RstN), .Ci(Ci[7]), .A(ram[80 - b]), .B(ram[71 - b]), .S(s[7]), .Co(Co[7]));
    always @* begin
        val = lut1[s[3:0]] + lut2[s[7:4]];
    end
    always @(posedge clk or negedge RstN) begin
        if (!RstN) begin
            lut1[0] <= 8'd0;   lut1[1] <= -8'd1;  lut1[2] <= -8'd1;  lut1[3] <= -8'd2;
            lut1[4] <= 8'd0;   lut1[5] <= -8'd1;  lut1[6] <= -8'd1;  lut1[7] <= -8'd2;
            lut1[8] <= 8'd4;   lut1[9] <= 8'd3;   lut1[10] <= 8'd3;  lut1[11] <= 8'd2;
            lut1[12] <= 8'd4;  lut1[13] <= 8'd3;  lut1[14] <= 8'd3;  lut1[15] <= 8'd2;
            lut2[0] <= 8'd0;   lut2[1] <= 8'd13;  lut2[2] <= 8'd25;  lut2[3] <= 8'd38;
            lut2[4] <= 8'd37;  lut2[5] <= 8'd50;  lut2[6] <= 8'd62;  lut2[7] <= 8'd75;
            lut2[8] <= 8'd45;  lut2[9] <= 8'd58;  lut2[10] <= 8'd70; lut2[11] <= 8'd83;
            lut2[12] <= 8'd82; lut2[13] <= 8'd95; lut2[14] <= 8'd107;lut2[15] <= 8'd120;
            Yn <= 16'b0;
				y_tmp <= 16'b0;
            b <= 4'b0;
            ram <= 144'b0;
            Ci <= 8'b0;
            rst_done <= 1'b0;
        end else if (!rst_done) begin
            b <= 4'b0;
            rst_done <= 1'b1;
        end else begin
            ram[143:135] <= {X[0], X[1], X[2], X[3], X[4], X[5], X[6], X[7], X[7]};
            if (b == 1'b0) begin
                y_tmp <= y_tmp + val;
                b <= b + 1'b1;
            end else if (b == 4'd8) begin
                y_tmp = y_tmp - (val << b);
                b <= 4'b0;
                ram[134:0] <= ram[143:9];
                Ci <= 8'b0;
                Yn = y_tmp;
					 y_tmp <= 16'b0;
            end else begin
                y_tmp <= y_tmp + (val << b);
                b <= b + 1'b1;
                Ci <= Co;
            end
        end
    end
endmodule
module seriAdd(
    input clk, RstN, Ci, A, B,
    output reg S, Co
);
    always @(negedge clk) begin  
        if (!RstN) begin
            {Co, S} = 2'b0;  
        end else begin
            {Co, S} = Ci + A + B; 
        end
    end
endmodule
module top_SDA (
    input CLOCK_50,
    input [0:0] KEY,
    output signed [15:0] Yn
);
    reg signed [7:0] X;    
    reg [7:0] addr;
    reg [3:0] delay_counter;
    reg delayed_output;
    SDA8FIR sdafir (
        .clk(CLOCK_50),
        .RstN(KEY[0:0]),
        .X(X),
        .Yn(Yn)
    );
    always @(posedge CLOCK_50 or negedge KEY[0:0]) begin
        if (!KEY[0:0]) begin
            addr = 8'd0;
            delay_counter = 4'd0;
            delayed_output = 1'b0;
        end else begin
            if (delay_counter < 4'd8) begin
                delay_counter = delay_counter + 4'd1;
            end else begin
                delay_counter = 4'd0;
                delayed_output = 1'b1;
                addr = (addr == 8'd176) ? 8'd0 : addr + 8'd1;
            end
        end
    end
    always @(*) begin
        if (!KEY[0:0]) begin
            X = 8'd0;
        end else if (delayed_output) begin
            case (addr)
                8'd0: X = 8'd0;
                8'd1: X = 8'd127;
                8'd2: X = 8'd107;
                8'd3: X = -8'd28;
                8'd4: X = -8'd60;
                8'd5: X = 8'd75;
                8'd6: X = 8'd127;
                8'd7: X = 8'd127;
                8'd8: X = 8'd33;
                8'd9: X = -8'd6;
                8'd10: X = 8'd122;
                8'd11: X = 8'd127;
                8'd12: X = 8'd127;
                8'd13: X = 8'd53;
                8'd14: X = 8'd4;
                8'd15: X = 8'd122;
                8'd16: X = 8'd127;
                8'd17: X = 8'd127;
                8'd18: X = 8'd23;
                8'd19: X = -8'd34;
                8'd20: X = 8'd75;
                8'd21: X = 8'd127;
                8'd22: X = 8'd122;
                8'd23: X = -8'd43;
                8'd24: X = -8'd106;
                8'd25: X = 8'd0;
                8'd26: X = 8'd106;
                8'd27: X = 8'd43;
                8'd28: X = -8'd122;
                8'd29: X = -8'd128;
                8'd30: X = -8'd75;
                8'd31: X = 8'd34;
                8'd32: X = -8'd23;
                8'd33: X = -8'd128;
                8'd34: X = -8'd128;
                8'd35: X = -8'd122;
                8'd36: X = -8'd4;
                8'd37: X = -8'd53;
                8'd38: X = -8'd128;
                8'd39: X = -8'd128;
                8'd40: X = -8'd122;
                8'd41: X = 8'd6;
                8'd42: X = -8'd33;
                8'd43: X = -8'd128;
                8'd44: X = -8'd128;
                8'd45: X = -8'd75;
                8'd46: X = 8'd60;
                8'd47: X = 8'd28;
                8'd48: X = -8'd107;
                8'd49: X = -8'd128;
                8'd50: X = 8'd0;
                8'd51: X = 8'd127;
                8'd52: X = 8'd107;
                8'd53: X = -8'd28;
                8'd54: X = -8'd60;
                8'd55: X = 8'd75;
                8'd56: X = 8'd127;
                8'd57: X = 8'd127;
                8'd58: X = 8'd33;
                8'd59: X = -8'd6;
                8'd60: X = 8'd122;
                8'd61: X = 8'd127;
                8'd62: X = 8'd127;
                8'd63: X = 8'd53;
                8'd64: X = 8'd4;
                8'd65: X = 8'd122;
                8'd66: X = 8'd127;
                8'd67: X = 8'd127;
                8'd68: X = 8'd23;
                8'd69: X = -8'd34;
                8'd70: X = 8'd75;
                8'd71: X = 8'd127;
                8'd72: X = 8'd122;
                8'd73: X = -8'd43;
                8'd74: X = -8'd106;
                8'd75: X = 8'd0;
                8'd76: X = 8'd106;
                8'd77: X = 8'd43;
                8'd78: X = -8'd122;
                8'd79: X = -8'd128;
                8'd80: X = -8'd75;
                8'd81: X = 8'd34;
                8'd82: X = -8'd23;
                8'd83: X = -8'd128;
                8'd84: X = -8'd128;
                8'd85: X = -8'd122;
                8'd86: X = -8'd4;
                8'd87: X = -8'd53;
                8'd88: X = -8'd128;
                8'd89: X = -8'd128;
                8'd90: X = -8'd122;
                8'd91: X = 8'd6;
                8'd92: X = -8'd33;
                8'd93: X = -8'd128;
                8'd94: X = -8'd128;
                8'd95: X = -8'd75;
                8'd96: X = 8'd60;
                8'd97: X = 8'd28;
                8'd98: X = -8'd107;
                8'd99: X = -8'd128;
                8'd100: X = 8'd0;
                8'd101: X = 8'd127;
                8'd102: X = 8'd107;
                8'd103: X = -8'd28;
                8'd104: X = -8'd60;
                8'd105: X = 8'd75;
                8'd106: X = 8'd127;
                8'd107: X = 8'd127;
                8'd108: X = 8'd33;
                8'd109: X = -8'd6;
                8'd110: X = 8'd122;
                8'd111: X = 8'd127;
                8'd112: X = 8'd127;
                8'd113: X = 8'd53;
                8'd114: X = 8'd4;
                8'd115: X = 8'd122;
                8'd116: X = 8'd127;
                8'd117: X = 8'd127;
                8'd118: X = 8'd23;
                8'd119: X = -8'd34;
                8'd120: X = 8'd75;
                8'd121: X = 8'd127;
                8'd122: X = 8'd122;
                8'd123: X = -8'd43;
                8'd124: X = -8'd106;
                8'd125: X = 8'd0;
                8'd126: X = 8'd106;
                8'd127: X = 8'd43;
                8'd128: X = -8'd122;
                8'd129: X = -8'd128;
                8'd130: X = -8'd75;
                8'd131: X = 8'd34;
                8'd132: X = -8'd23;
                8'd133: X = -8'd128;
                8'd134: X = -8'd128;
                8'd135: X = -8'd122;
                8'd136: X = -8'd4;
                8'd137: X = -8'd53;
                8'd138: X = -8'd128;
                8'd139: X = -8'd128;
                8'd140: X = -8'd122;
                8'd141: X = 8'd6;
                8'd142: X = -8'd33;
                8'd143: X = -8'd128;
                8'd144: X = -8'd128;
                8'd145: X = -8'd75;
                8'd146: X = 8'd60;
                8'd147: X = 8'd28;
                8'd148: X = -8'd107;
                8'd149: X = -8'd128;
                8'd150: X = 8'd0;
                8'd151: X = 8'd127;
                8'd152: X = 8'd107;
                8'd153: X = -8'd28;
                8'd154: X = -8'd60;
                8'd155: X = 8'd75;
                8'd156: X = 8'd127;
                8'd157: X = 8'd127;
                8'd158: X = 8'd33;
                8'd159: X = -8'd6;
                8'd160: X = 8'd122;
                8'd161: X = 8'd127;
                8'd162: X = 8'd127;
                8'd163: X = 8'd53;
                8'd164: X = 8'd4;
                8'd165: X = 8'd122;
                8'd166: X = 8'd127;
                8'd167: X = 8'd127;
                8'd168: X = 8'd23;
                8'd169: X = -8'd34;
                8'd170: X = 8'd75;
                8'd171: X = 8'd127;
                8'd172: X = 8'd122;
                8'd173: X = -8'd43;
                8'd174: X = -8'd106;
                8'd175: X = 8'd0;
                8'd176: X = 8'd106;
                default: X = 8'd0;
            endcase
        end
    end
endmodule 
```

==> flow_metrics.env <==
# yosys + openroad results
export IMPL_globalRouteOverflowTotal=0
export IMPL_combGateArea_mm2=0.0116
export IMPL_wire_per_inst_um=18.0
export IMPL_ys_sh_simple=0.116
export IMPL_ys_flops=207
export IMPL_tightest_slew_ps=866
export IMPL_cap_violations=0
export IMPL_yosysWarnings=5
export IMPL_p_total_mw=4.53
export IMPL_path_delay_family="AND-OR/OR-AND gates"
export IMPL_area_growth_pct=19.9
export IMPL_flop_cell="dfrtp_1"
export IMPL_cpMaxStageDelayCell="a2111oi_4"
export IMPL_cp_data_arrival_time_ps=9140
export IMPL_startpoint="sdafir.add5.S"
export IMPL_min_path_cells=1
export IMPL_warnings=79
export IMPL_fp_dieW_um=238
export IMPL_leakagePower_nw=8.56
export IMPL_num_fill_cells=5297
export IMPL_untimed_endpoints=8
export IMPL_drt_vias_per_instance=5.36
export IMPL_outcome="complete, but fails checks"
export IMPL_p_sw_frac=0.388
export IMPL_crit_end="sdafir.y_tmp[15]"
export IMPL_drc=0
export IMPL_syn_inst=1695
export IMPL_drtPass1Iterations=5
export IMPL_path_common_cell="buf_6"
export IMPL_crit_path_end_kind="flop"
export IMPL_cts_buffers=17
export IMPL_num_io_pins=18
export IMPL_hold_buffers=0
export IMPL_placed_cells=2464
export IMPL_seqPwrFrac=0.234
export IMPL_finalSetupViolations=9
export IMPL_hold_viol=0
export IMPL_worstPathMaxFanout=7
export IMPL_grt_usage=0.169
export IMPL_ys_sh_aoi=0.164
export IMPL_grt_pass1_vias=13400
export IMPL_cts_tree="built"
export IMPL_ys_chip_area_mm2=0.0167
export IMPL_crit_chain="buf_6 -> nor2b_4 -> nand2_2 -> o211ai_1 -> o21a_1 -> ha_4 -> and3_4 -> a2111oi_4 -> or4b_4 -> buf_6 -> nand2_4 -> mux2_2 -> nor2_2 -> a21oi_2 -> o22ai_2 -> ha_4 -> buf_6 -> buf_4 -> nor3_2 -> nor2_1 -> a41oi_2 -> o21ai_1 -> xnor2_1 -> a221o_1"
export IMPL_edf_count=0
export IMPL_cp_required_ps=8980
export IMPL_ant_nets=0
export IMPL_pwr_share_clk=0.191
export IMPL_adder_share=0.0746
export IMPL_finClkSkew_ps=25.2
export IMPL_maxSlewViolCount=0
export IMPL_vias=13700
export IMPL_cp_depth=24
export IMPL_clk_latency_ps=500
export IMPL_crit_reg2reg_launch="sdafir.add5.S"
export IMPL_hp_class="reg2reg"
export IMPL_fp_util=0.303
export IMPL_path_class="reg2reg"
export IMPL_seq_area_mm2=0.00505
export IMPL_path_clk_slew_ps=80
export IMPL_combPwrFrac=0.575
export IMPL_grt_max_degree=125
export IMPL_r2r_slack_ps=-160
export IMPL_peakVddDrop_v=0.000161
export IMPL_chipArea_mm2=0.0565
export IMPL_unclocked_regs=8
export IMPL_p_int_mw=2.77
export IMPL_p_switching_mw=1.76
export IMPL_cpPeakStageDelay_ps=430
export IMPL_async_flop_share=0.894
export IMPL_fp_coreArea_mm2=0.0550
export IMPL_port_buffers=17
export IMPL_critPathLaunchType="flop"
export IMPL_power_per_cell_area_mw_per_mm2=226
export IMPL_grt_pass1_wl_um=74700
export IMPL_cts_path_max_buffers=2
export IMPL_yosys_stat_cells=1695
export IMPL_relSlewSlack=0.416
export IMPL_drive_gt1_frac=0.329
export IMPL_drt_wl_total_um=45800
export IMPL_violations="setup timing"
export IMPL_final_cell_count_no_fill=2545
export IMPL_top_logic_kind="multiplexers"
export IMPL_synth_avg_cell_area_um2=9.84
export IMPL_preCtsSetupSlack_ps=-435
export IMPL_die_h_um=238
export IMPL_antenna_found_initial=1
export IMPL_n_antenna_cell=0
export IMPL_cts_htree_levels=4
export IMPL_rsz0062_at_grt="true"
export IMPL_worst_r2r_cell_count=24
export IMPL_synth_distinct_cells=81
export IMPL_synth_area_mm2=0.0167
export IMPL_dpl_hpwl_um=31600
export IMPL_ys_sh_mux=0.267
export IMPL_worst_slack_ps=-164
export IMPL_worst_r2r_endpoint="sdafir.y_tmp[15]"
export IMPL_critPathBufInv=4
export IMPL_drtIter0Drc=1046
export IMPL_xor_area_frac=0.0304
export IMPL_rows=86
export IMPL_gp_congestion=0.913
export IMPL_cts_root_buf="clkbuf_16"
## worst register-to-register path, stage by stage (launching register included)
cell and delay [ps]:
dfxtp_4 370, buf_6 130, nor2b_4 120, nand2_2 70
o211ai_1 100, o21a_1 200, ha_4 220, and3_4 190
a2111oi_4 430, or4b_4 230, buf_6 100, nand2_4 40
mux2_2 270, nor2_2 90, a21oi_2 50, o22ai_2 180
ha_4 260, buf_6 140, buf_4 130, nor3_2 160
nor2_1 100, a41oi_2 220, o21ai_1 110, xnor2_1 140
a221o_1 290
## metrics by stage
step	hold WS (ps)	cell area (um^2)	TNS, ps	utilization
5_1_grt	491	20000	-3710	0.364
4_1_cts	454	19400	-355	0.354
3_3_place_gp	429	18500	-2260	0.336
2_1_floorplan	417	16900	-298	-
6_report	456	20000	-762	0.364
3_5_place_dp	442	18500	-3340	0.336
## logic make-up after synthesis
kind of cell               count (synthesis)
AOI/OAI and AO/OA                        438
xor gates and xnor gates                  57
adders and majority gates                 93
buffers and inverters                    187
DFF                                      199
latches                                    8
muxes                                    296
other                                      1
and+or+nand+nor                          416
## power groups by stage
stage | clock network, mW | registers (mW) | logic (mW)
after global routing | 0.928 | 1.07 | 2.87
after CTS | 0.895 | 1.05 | 2.32
final | 0.863 | 1.06 | 2.60
## repair_timing
item / CTS / global route
pin swaps: 28 / 42
endpoints found under the setup margin: 13 / 16
resized: 43 / 90
setup buffers: 18 / 18
## how the worst min path moves through the flow
stage                 endpoint             start  slack (ps)
CTS           delay_counter[0]  delay_counter[0]         450
finish        delay_counter[0]  delay_counter[0]         460
global route    delayed_output    delayed_output         490
## state kept, by name (all words and copies together) (netlist names), 4 cells and up
name	cells
X	8
addr	8
delay_counter	4
sdafir.Ci	7
sdafir.Yn	16
sdafir.b	4
sdafir.ram	128
sdafir.y_tmp	16
## cell type report
cell class / instances / share of cell area
Multi-Input combinational cell: 1301 / 0.581
Clock inverter: 26 / 0.0103
Sequential cell: 207 / 0.252
Clock buffer: 20 / 0.0223
Tap cell: 748 / 0.0468
Inverter: 57 / 0.0107
Timing Repair Buffer: 186 / 0.0761
## Yosys cell counts, types with 9 or more instances
cell type / count / share of area
a221oi_1: 11 / 0.0058
and2_1: 23 / 0.0086
mux2_2: 156 / 0.11
fa_1: 11 / 0.013
mux2i_1: 36 / 0.022
dfxtp_1: 14 / 0.017
o21ai_0: 118 / 0.035
nor2_1: 141 / 0.032
nand2_1: 122 / 0.027
a22o_1: 9 / 0.0047
o21a_1: 12 / 0.0054
o211ai_1: 24 / 0.011
nor2b_1: 21 / 0.0079
a21oi_1: 125 / 0.038
inv_1: 52 / 0.012
a21o_1: 14 / 0.0063
mux4_2: 104 / 0.14
o31ai_1: 11 / 0.0050
a31oi_1: 16 / 0.0060
xor2_1: 21 / 0.011
nand3_1: 17 / 0.0051
clkbuf_1: 90 / 0.020
a211oi_1: 23 / 0.010
nand2b_1: 27 / 0.010
buf_2: 12 / 0.0036
ha_1: 81 / 0.061
dfrtp_1: 185 / 0.28
o22ai_1: 16 / 0.0060
nor3_1: 20 / 0.0060
buf_1: 21 / 0.0047
xnor2_1: 35 / 0.018
## per-layer routing
layer | vias up | part of all wire | global-route usage
met5 | - | 0.00020 | 0
met4 | 2 | 0.025 | 0.0356
met3 | 67 | 0.065 | 0.0362
met2 | 435 | 0.45 | 0.259
met1 | 6684 | 0.45 | 0.253
li1 | 6463 | - | -
## placed cells by master (no fill, tap or decap), drive strengths merged, types with 20 or more instances in the layout
master  count
dfrtp     185
buf       169
mux2      156
nor2      142
a21oi     126
nand2     122
o21ai     122
mux4      104
ha         81
inv        71
mux2i      36
xnor2      35
nand2b     27
and2       27
o211ai     24
a211oi     24
xor2       22
nor2b      21
clkbuf     21
nor3       20
Power and IR drop assume default switching activity.
