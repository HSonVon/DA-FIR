[config.mk]
export PLATFORM = sky130hd
export DESIGN_NAME = top_PDA
export DESIGN_NICKNAME = top_PDA
export VERILOG_FILES = /design/flow/design.v
export SDC_FILE = /design/flow/constraint.sdc
export NUM_CORES = 4
export LEC_CHECK = 1
export CORE_UTILIZATION = 50
[design.v]
module PDA8FIR(
    input clk,
    input RstN,
    input signed [7:0] X,
    output reg signed [15:0] Yn
);
    wire [15:0] s;
	 wire [7:0] Co, Ci1;
    reg [7:0] Ci;
    reg [3:0] b, b1;
    reg signed [7:0] lut1 [0:15];
    reg signed [7:0] lut2 [0:15];
    reg signed [15:0] y_tmp;
    reg signed [7:0] tmp1, tmp2;
    reg [143:0] ram;
    reg rst_done;
    Add add0  (.RstN(RstN), .Ci(Ci[0]), .A(ram[143 - b]), .B(ram[8 -  b]), .S(s[0]), .Co(Ci1[0]));
    Add add1  (.RstN(RstN), .Ci(Ci[1]), .A(ram[134 - b]), .B(ram[17 - b]), .S(s[1]), .Co(Ci1[1]));
    Add add2  (.RstN(RstN), .Ci(Ci[2]), .A(ram[125 - b]), .B(ram[26 - b]), .S(s[2]), .Co(Ci1[2]));
    Add add3  (.RstN(RstN), .Ci(Ci[3]), .A(ram[116 - b]), .B(ram[35 - b]), .S(s[3]), .Co(Ci1[3]));
    Add add4  (.RstN(RstN), .Ci(Ci[4]), .A(ram[107 - b]), .B(ram[44 - b]), .S(s[4]), .Co(Ci1[4]));
    Add add5  (.RstN(RstN), .Ci(Ci[5]), .A(ram[98 -  b]), .B(ram[53 - b]), .S(s[5]), .Co(Ci1[5]));
    Add add6  (.RstN(RstN), .Ci(Ci[6]), .A(ram[89 -  b]), .B(ram[62 - b]), .S(s[6]), .Co(Ci1[6]));
    Add add7  (.RstN(RstN), .Ci(Ci[7]), .A(ram[80 -  b]), .B(ram[71 - b]), .S(s[7]), .Co(Ci1[7]));
    Add add8  (.RstN(RstN), .Ci(Ci1[0]), .A(ram[143 - b1]), .B(ram[8 -  b1]), .S(s[8]),  .Co(Co[0]));
    Add add9  (.RstN(RstN), .Ci(Ci1[1]), .A(ram[134 - b1]), .B(ram[17 - b1]), .S(s[9]),  .Co(Co[1]));
    Add add10 (.RstN(RstN), .Ci(Ci1[2]), .A(ram[125 - b1]), .B(ram[26 - b1]), .S(s[10]), .Co(Co[2]));
    Add add11 (.RstN(RstN), .Ci(Ci1[3]), .A(ram[116 - b1]), .B(ram[35 - b1]), .S(s[11]), .Co(Co[3]));
    Add add12 (.RstN(RstN), .Ci(Ci1[4]), .A(ram[107 - b1]), .B(ram[44 - b1]), .S(s[12]), .Co(Co[4]));
    Add add13 (.RstN(RstN), .Ci(Ci1[5]), .A(ram[98 -  b1]), .B(ram[53 - b1]), .S(s[13]), .Co(Co[5]));
    Add add14 (.RstN(RstN), .Ci(Ci1[6]), .A(ram[89 -  b1]), .B(ram[62 - b1]), .S(s[14]), .Co(Co[6]));
    Add add15 (.RstN(RstN), .Ci(Ci1[7]), .A(ram[80 -  b1]), .B(ram[71 - b1]), .S(s[15]), .Co(Co[7]));
    always @* begin
        tmp1 = lut1[s[3:0]] + lut2[s[7:4]];
		  tmp2 = lut1[s[11:8]] + lut2[s[15:12]];
    end
    always @(posedge clk or negedge RstN) begin
        if (!RstN) begin
            lut1[0] <= 8'd0;   lut1[1] <= -8'd1;  lut1[2] <= -8'd1;  lut1[3] <= -8'd2;
            lut1[4] <= 8'd0;   lut1[5] <= -8'd1;  lut1[6] <= -8'd1;  lut1[7] <= -8'd2;
            lut1[8] <= 8'd4;   lut1[9] <= 8'd3;   lut1[10] <= 8'd3;  lut1[11] <= 8'd2;
            lut1[12] <= 8'd4;  lut1[13] <= 8'd3;  lut1[14] <= 8'd3;  lut1[15] <= 8'd2;
            lut2[0] <= 8'd0;   lut2[1] <= 8'd13;  lut2[2] <= 8'd25;  lut2[3] <= 8'd38;
            lut2[4] <= 8'd37;  lut2[5] <= 8'd50;  lut2[6] <= 8'd62;  lut2[7] <= 8'd75;
            lut2[8] <= 8'd45;  lut2[9] <= 8'd58;  lut2[10] <= 8'd70; lut2[11] <= 8'd83;
            lut2[12] <= 8'd82; lut2[13] <= 8'd95; lut2[14] <= 8'd107;lut2[15] <= 8'd120;
            Yn <= 16'b0;
				y_tmp <= 16'b0;
            b <= 4'b0;
				b1 <= 4'b1;
            ram <= 144'b0;
            Ci <= 8'b0;
            rst_done <= 1'b0;
        end else if (!rst_done) begin
            b = 4'b0;
				b1 = 4'b1;
            rst_done = 1'b1;
        end else begin
            ram[143:135] <= {X[0], X[1], X[2], X[3], X[4], X[5], X[6], X[7], X[7]};
            if (b == 1'b0) begin
                y_tmp = y_tmp + tmp1 + (tmp2 << b1);
                b = b + 2'b10;
					 b1 = b1 + 2'b10;
            end else if (b == 4'd8) begin
                y_tmp = y_tmp - (tmp1 << b);
                b = 4'b0;
					 b1 = 4'b1;
                Ci = 8'b0;
                Yn = y_tmp;
					 y_tmp <= 16'b0;
                ram[134:0] = ram[143:9];
            end else begin
                y_tmp = y_tmp + (tmp1 << b) + (tmp2 <<b1);
                b = b + 2'b10;
					 b1 = b1 + 2'b10;
                Ci = Co;
            end
        end
    end
endmodule
module Add(
    input RstN, Ci, A, B,
    output reg S, Co
);
    always @(*) begin  
        if (!RstN) begin
            {Co, S} = 2'b0;  
        end else begin
            {Co, S} = Ci + A + B; 
        end
    end
endmodule
module top_PDA (
    input CLOCK_50,
    input [0:0] KEY,
    output signed [15:0] Yn
);
    reg signed [7:0] X;    
    reg [7:0] addr;
    reg [2:0] delay_counter;
    reg delayed_output;
    PDA8FIR pdafir (
        .clk(CLOCK_50),
        .RstN(KEY[0:0]),
        .X(X),
        .Yn(Yn)
    );
    always @(posedge CLOCK_50 or negedge KEY[0:0]) begin
        if (!KEY[0:0]) begin
            addr = 8'd0;
            delay_counter = 3'd0;
            delayed_output = 1'b0;
        end else begin
            if (delay_counter < 4'd4) begin
                delay_counter = delay_counter + 4'd1;
            end else begin
                delay_counter = 4'd0;
                delayed_output = 1'b1;
                addr = (addr == 8'd176) ? 8'd0 : addr + 8'd1;
            end
        end
    end
    always @(*) begin
        if (!KEY[0:0]) begin
            X = 8'd0;
        end else if (delayed_output) begin
            case (addr)
                8'd0: X = 8'd0;
                8'd1: X = 8'd127;
                8'd2: X = 8'd107;
                8'd3: X = -8'd28;
                8'd4: X = -8'd60;
                8'd5: X = 8'd75;
                8'd6: X = 8'd127;
                8'd7: X = 8'd127;
                8'd8: X = 8'd33;
                8'd9: X = -8'd6;
                8'd10: X = 8'd122;
                8'd11: X = 8'd127;
                8'd12: X = 8'd127;
                8'd13: X = 8'd53;
                8'd14: X = 8'd4;
                8'd15: X = 8'd122;
                8'd16: X = 8'd127;
                8'd17: X = 8'd127;
                8'd18: X = 8'd23;
                8'd19: X = -8'd34;
                8'd20: X = 8'd75;
                8'd21: X = 8'd127;
                8'd22: X = 8'd122;
                8'd23: X = -8'd43;
                8'd24: X = -8'd106;
                8'd25: X = 8'd0;
                8'd26: X = 8'd106;
                8'd27: X = 8'd43;
                8'd28: X = -8'd122;
                8'd29: X = -8'd128;
                8'd30: X = -8'd75;
                8'd31: X = 8'd34;
                8'd32: X = -8'd23;
                8'd33: X = -8'd128;
                8'd34: X = -8'd128;
                8'd35: X = -8'd122;
                8'd36: X = -8'd4;
                8'd37: X = -8'd53;
                8'd38: X = -8'd128;
                8'd39: X = -8'd128;
                8'd40: X = -8'd122;
                8'd41: X = 8'd6;
                8'd42: X = -8'd33;
                8'd43: X = -8'd128;
                8'd44: X = -8'd128;
                8'd45: X = -8'd75;
                8'd46: X = 8'd60;
                8'd47: X = 8'd28;
                8'd48: X = -8'd107;
                8'd49: X = -8'd128;
                8'd50: X = 8'd0;
                8'd51: X = 8'd127;
                8'd52: X = 8'd107;
                8'd53: X = -8'd28;
                8'd54: X = -8'd60;
                8'd55: X = 8'd75;
                8'd56: X = 8'd127;
                8'd57: X = 8'd127;
                8'd58: X = 8'd33;
                8'd59: X = -8'd6;
                8'd60: X = 8'd122;
                8'd61: X = 8'd127;
                8'd62: X = 8'd127;
                8'd63: X = 8'd53;
                8'd64: X = 8'd4;
                8'd65: X = 8'd122;
                8'd66: X = 8'd127;
                8'd67: X = 8'd127;
                8'd68: X = 8'd23;
                8'd69: X = -8'd34;
                8'd70: X = 8'd75;
                8'd71: X = 8'd127;
                8'd72: X = 8'd122;
                8'd73: X = -8'd43;
                8'd74: X = -8'd106;
                8'd75: X = 8'd0;
                8'd76: X = 8'd106;
                8'd77: X = 8'd43;
                8'd78: X = -8'd122;
                8'd79: X = -8'd128;
                8'd80: X = -8'd75;
                8'd81: X = 8'd34;
                8'd82: X = -8'd23;
                8'd83: X = -8'd128;
                8'd84: X = -8'd128;
                8'd85: X = -8'd122;
                8'd86: X = -8'd4;
                8'd87: X = -8'd53;
                8'd88: X = -8'd128;
                8'd89: X = -8'd128;
                8'd90: X = -8'd122;
                8'd91: X = 8'd6;
                8'd92: X = -8'd33;
                8'd93: X = -8'd128;
                8'd94: X = -8'd128;
                8'd95: X = -8'd75;
                8'd96: X = 8'd60;
                8'd97: X = 8'd28;
                8'd98: X = -8'd107;
                8'd99: X = -8'd128;
                8'd100: X = 8'd0;
                8'd101: X = 8'd127;
                8'd102: X = 8'd107;
                8'd103: X = -8'd28;
                8'd104: X = -8'd60;
                8'd105: X = 8'd75;
                8'd106: X = 8'd127;
                8'd107: X = 8'd127;
                8'd108: X = 8'd33;
                8'd109: X = -8'd6;
                8'd110: X = 8'd122;
                8'd111: X = 8'd127;
                8'd112: X = 8'd127;
                8'd113: X = 8'd53;
                8'd114: X = 8'd4;
                8'd115: X = 8'd122;
                8'd116: X = 8'd127;
                8'd117: X = 8'd127;
                8'd118: X = 8'd23;
                8'd119: X = -8'd34;
                8'd120: X = 8'd75;
                8'd121: X = 8'd127;
                8'd122: X = 8'd122;
                8'd123: X = -8'd43;
                8'd124: X = -8'd106;
                8'd125: X = 8'd0;
                8'd126: X = 8'd106;
                8'd127: X = 8'd43;
                8'd128: X = -8'd122;
                8'd129: X = -8'd128;
                8'd130: X = -8'd75;
                8'd131: X = 8'd34;
                8'd132: X = -8'd23;
                8'd133: X = -8'd128;
                8'd134: X = -8'd128;
                8'd135: X = -8'd122;
                8'd136: X = -8'd4;
                8'd137: X = -8'd53;
                8'd138: X = -8'd128;
                8'd139: X = -8'd128;
                8'd140: X = -8'd122;
                8'd141: X = 8'd6;
                8'd142: X = -8'd33;
                8'd143: X = -8'd128;
                8'd144: X = -8'd128;
                8'd145: X = -8'd75;
                8'd146: X = 8'd60;
                8'd147: X = 8'd28;
                8'd148: X = -8'd107;
                8'd149: X = -8'd128;
                8'd150: X = 8'd0;
                8'd151: X = 8'd127;
                8'd152: X = 8'd107;
                8'd153: X = -8'd28;
                8'd154: X = -8'd60;
                8'd155: X = 8'd75;
                8'd156: X = 8'd127;
                8'd157: X = 8'd127;
                8'd158: X = 8'd33;
                8'd159: X = -8'd6;
                8'd160: X = 8'd122;
                8'd161: X = 8'd127;
                8'd162: X = 8'd127;
                8'd163: X = 8'd53;
                8'd164: X = 8'd4;
                8'd165: X = 8'd122;
                8'd166: X = 8'd127;
                8'd167: X = 8'd127;
                8'd168: X = 8'd23;
                8'd169: X = -8'd34;
                8'd170: X = 8'd75;
                8'd171: X = 8'd127;
                8'd172: X = 8'd122;
                8'd173: X = -8'd43;
                8'd174: X = -8'd106;
                8'd175: X = 8'd0;
                8'd176: X = 8'd106;
                default: X = 8'd0;
            endcase
        end
    end
endmodule 
[constraint.sdc]
current_design top_PDA

set clk_period 13.6
set clk_io_pct 0.2

create_clock -name clk0 -period $clk_period [get_ports {CLOCK_50}]

set non_clock_inputs [all_inputs -no_clocks]
set_input_delay [expr $clk_period * $clk_io_pct] -clock clk0 $non_clock_inputs
set_output_delay [expr $clk_period * $clk_io_pct] -clock clk0 [all_outputs]
[run.sh]
#!/bin/bash
# OpenROAD 26Q1-2900-gdf79404cd8, Yosys 0.63+post, stock flow scripts
make -C /OpenROAD-flow-scripts/flow DESIGN_CONFIG=/design/flow/config.mk WORK_HOME=/design/flow/orfs finish
==> out/writeup.txt <==
The report shows a maximum critical-path fanout of 57. The die is 201 µm tall. According to the floorplan report, the placeable core area is 38800 µm². The number of hold buffers added after CTS was 0. The ratio of final minimum period to clock period came out at 0.765.

Subtracting the final worst setup slack from the clock period gives 10.40 ns. 8 endpoints have no timing constraint. The timing report notes that buffer and inverter cells on the critical path total 3. The final core utilization came out at 0.537.

The worst setup path is captured at a flip-flop. The tools report the source of the worst register-to-register timing path as pdafir.b1[1]. The most common cell type on the critical path was sky130_fd_sc_hd__ha_1.

The overall track demand over capacity in global routing is 0.324, and the share of cells above drive strength 1 is 0.129. The number of flops mapped to enable cells by yosys was 0. For the count of endpoints failing hold in the final timing report, the log shows 0. Leaving out fill and tap cells, the most frequent cells in the layout are sky130_fd_sc_hd__nand2_1 (530), sky130_fd_sc_hd__dfrtp_1 (181), sky130_fd_sc_hd__nor2_1 (173).

The category of cells accounting for the largest share of critical-path delay is AND-OR/OR-AND gates. After the first detailed-routing iteration, the DRC count stood at 1485. The post-synth design cell area was 19800 µm². The run gives 78 for the count of cell types in the netlist. The width of the chip works out to 201 µm. For hold timing, the worst endpoint is delay_counter[0].

The total overflow left after global routing is 0. Per the skew report, the later register of the worst-skew pair sees a clock latency of 0.47 ns. After clock tree synthesis, the repair step resized 0 gates.

The mean instance size in the synthesized netlist was 8.68 µm²; the detail-routed via count per cell was 6.31. Summing all placed instances gives a cell area of 20200 µm². Wires add up to 60.5 mm. In this run the full chip footprint comes out at 40400 µm². The post-synthesis cell count from yosys was 2278; the post-layout instance area was 20800 µm². The path depth of the worst reg2reg path is 36.

From synthesis to final layout, the design area changed by 5.33%. STA classifies the critical path startpoint as a flip-flop. Per the detail_route report, routed wire per instance is 22.4 µm. The slew at the pin closest to its max-slew limit was 0.884 ns; the worst ir drop on vdd was 0.000105 V.

Nets still carrying antenna violations after routing amount to 0. The type of the tightest min-delay check was flip-flop to flip-flop. The initial antenna violation count is 1. The report lists the power per cell area as 145 nW/µm².

The vias after detailed routing was 17100. The warning total across the stage logs works out to 60. The chip area line in the Yosys stat output reads 19800 µm².

Entering global routing, the biggest net connects 94 pins. The post-synthesis async set-or-reset flop share came out at 0.959. At the end of routability-driven placement, the weighted congestion stood at 0.994. Post-CTS timing repair inserted 0 buffers for setup.

The tool flagged a number of max-cap violations equal to 0. The number of H-tree levels is 4. The clock buffer count from CTS was 17.

The placement report lists the number of port buffers as 17. Detailed placement HPWL: 43.8 mm. The run gives 10.74 ns for the signal arrival time at the worst endpoint. Once placement completed, the tool counted placed cells totaling 2675. The flow ran to the end, and the final reports show no timing, DRC or antenna violations.

The longest incremental delay of any stage on the critical path is reported as 0.70 ns. For the buffer depth of the longest clock path, the log shows 2. Slowest cell on the critical path: sky130_fd_sc_hd__dfrtp_2. Worst slew margin relative to its limit: 0.410. The power report puts the leakage power at 0.00937 µW.

With the max-slew violation total from the final report at 0, the detailed-router iteration count before antenna repair is 6. TritonCTS built the clock tree. Endpoints with negative setup slack in the final report add up to 0. The script parses the final routing iteration and logs DRC violations as 0. In the synthesized netlist, the number of instances is 2278. The final hold slack is 0.433 ns. The run gives 1 for the cell depth of the worst min-delay path. For this run, the number of Yosys warnings is 5. Per the synth stats, the flop cell with the highest instance count is sky130_fd_sc_hd__dfrtp_1. The tools report the number of ports placed on the die boundary as 18. The startpoint of the most critical hold path is delay_counter[0].

The tools report the root buffer cell as sky130_fd_sc_hd__clkbuf_16. The most common cell after layout, fill and taps aside is sky130_fd_sc_hd__nand2_1. In this run, synthesis produced a sequential element count of 195. The number of rows in the core area is 72, and the antenna diode count is 0. For the data required time of the critical path, the log shows 13.93 ns. Maximum operating frequency: 96.1 MHz. The tools report the wire length of the first global-routing pass as 97.4 mm. The critical path start-end classification was flip-flop to flip-flop. The tools report the via count of the first global-routing pass as 16600. For the worst setup skew after layout, the log shows 0.00982 ns.

The starting density of the core was 0.509; the count of unclocked register or latch pins was 8. The critical register-to-register path endpoint was pdafir.y_tmp[14]. Setup total negative slack on the finished layout was measured at 0 ns.

After clock tree synthesis, the clock-pin slew on the worst setup and hold paths is 0.08 ns. Setup repair after global routing left no endpoint under its margin. Excluding fillers, the count of instances in the completed layout stands at 2707. The worst reg-to-reg setup slack is 3.20 ns.
[cell usage after synthesis (all sizes together), types with 8 or more instances]
cell type,n,area [µm²]
dfrtp,186,4650
xnor2,51,454
mux4,160,3600
o21a,9,67.6
or2,9,56.3
a31oi,27,169
clkbuf,128,480
ha,113,1410
a311oi,9,78.8
fa,43,861
xor2,26,228
buf,48,198
o21ai,127,636
inv,87,327
dlxtn,8,120
nand2b,25,156
a211oi,30,225
a21oi,139,699
nor3,37,185
mux2,22,248
o31ai,11,82.6
nand2,531,1990
o22ai,23,144
a21o,16,121
o211ai,20,155
nor2b,17,106
nor2,173,649
nand3,36,185
a22oi,14,105
mux2i,54,541
[power by group]
group / internal [µW] / leakage, µW / total, µW / switching [µW]
combinational: 816 / 0.00656 / 1820 / 1000
clock: 278 / 0.000299 / 529 / 251
sequential: 603 / 0.00252 / 669 / 65.6
total: 1700 / 0.00937 / 3020 / 1320
[layer usage]
layer	track usage	up-vias	wire length [µm]
met5	0	-	13
met4	0.0938	2	2270
met3	0.0728	153	4500
met2	0.501	737	28500
met1	0.481	8290	25200
li1	-	7901	-
[state kept, by name, summed over array words and instances, names as in the netlist]
register / cells
X: 8
pdafir.ram: 128
delayed_output: 1
pdafir.Ci: 7
pdafir.b1: 4
delay_counter: 3
addr: 8
pdafir.y_tmp: 16
pdafir.b: 3
pdafir.Yn: 16
pdafir.rst_done: 1
[worst max path at each step]
| stage | startpoint | to | cells past startpoint |
|---|---|---|---|
| 6_report | pdafir.b1[1] | pdafir.y_tmp[14] | 36 |
| 5_1_grt | pdafir.b1[1] | pdafir.y_tmp[14] | 36 |
| 4_1_cts | pdafir.b1[1] | pdafir.y_tmp[14] | 36 |
[layout make-up]
type | instances | area [µm²]
Timing Repair Buffer | 54 | 453
Clock buffer | 17 | 425
Multi-Input combinational cell | 1818 | 14000
Fill cell | 3478 | 18000
Sequential cell | 195 | 4810
Inverter | 90 | 338
Tap cell | 518 | 648
Clock inverter | 15 | 176
[logic make-up after synthesis]
| family | Yosys count | share of synthesized area |
|---|---|---|
| AND-OR/OR-AND | 479 | 0.150 |
| XOR/XNOR | 78 | 0.0356 |
| adder cells (fa/ha/maj) | 160 | 0.117 |
| other | 1 | 0.000190 |
| AND/OR/NAND/NOR | 863 | 0.181 |
| flip-flops | 187 | 0.237 |
| multiplexers | 236 | 0.222 |
| buffers and inverters | 266 | 0.0514 |
| latches | 8 | 0.00607 |
[stage by stage]
step                      power, µW  setup slack [ns]
after floorplan                2060              4.32
after global placement         2470              3.23
after detailed placement       2480              3.28
after CTS                      3030              3.24
after global routing           3280              2.33
final                          3020              3.20
No activity file was given, so power comes from the tool's default toggle rates.
